$ cat flow/run.sh
#!/bin/bash
# OpenROAD 26Q1-2900-gdf79404cd8, Yosys 0.63+post, stock flow scripts
make -C /OpenROAD-flow-scripts/flow DESIGN_CONFIG=/design/flow/config.mk WORK_HOME=/design/flow/orfs finish
$ cat flow/config.mk
export PLATFORM = sky130hd
export DESIGN_NAME = led_array_driver
export DESIGN_NICKNAME = led_array_driver
export VERILOG_FILES = /design/flow/design.v
export SDC_FILE = /design/flow/constraint.sdc
export NUM_CORES = 4
export LEC_CHECK = 1
export CORE_AREA = 10 10 70 70
export DIE_AREA = 0 0 80 80
$ cat flow/constraint.sdc
current_design led_array_driver

set clk_period 2.4
set clk_io_pct 0.2

create_clock -name clk0 -period $clk_period

set non_clock_inputs [all_inputs -no_clocks]
set_input_delay [expr $clk_period * $clk_io_pct] -clock clk0 $non_clock_inputs
set_output_delay [expr $clk_period * $clk_io_pct] -clock clk0 [all_outputs]
$ cat flow/design.v
module decoder_1_to_2(ena, in, out);
input wire ena;
input wire in;
output logic [1:0] out;
logic in_bar;
always_comb begin
	out[1] = in & ena;
	in_bar = ~ in;
	out[0] = in_bar & ena;
end
endmodule
module decoder_2_to_4(ena, in, out);
input wire ena;
input wire [1:0] in;
output logic [3:0] out;
logic in1, in0;
logic [1:0] out1;
logic [1:0] out0;
logic in1_bar;
logic ena1;
logic ena0;
decoder_1_to_2 D1(
				.ena(ena1), 
				.in(in0), 
				.out(out1)
				);
decoder_1_to_2 D0(
				.ena(ena0), 
				.in(in0), 
				.out(out0)
				);
always_comb begin
	in1_bar = ~ in1;
	ena0 = in1_bar & ena;
	ena1 = in1 & ena;
	in1 = in[1];
	in0 = in[0];
	out = {out1, out0};
end
endmodule
module decoder_3_to_8(ena, in, out);
input wire ena;
input wire [2:0] in;
output logic [7:0] out;
logic in2, in1, in0;
logic [3:0] out1;
logic [3:0] out0;
logic in2_bar;
logic ena1;
logic ena0;
decoder_2_to_4 D1(
				.ena(ena1), 
				.in({in1, in0}), 
				.out(out1)
				);
decoder_2_to_4 D0(
				.ena(ena0), 
				.in({in1, in0}), 
				.out(out0)
				);
always_comb begin
	in2_bar = ~ in2;
	ena0 = in2_bar & ena;
	ena1 = in2 & ena;
	in2 = in[2];
	in1 = in[1];
	in0 = in[0];
	out = {out1, out0};
end
endmodule
`default_nettype none
`timescale 1ns/1ps
module led_array_driver(ena, x, cells, rows, cols);
parameter N=8;  
parameter ROWS=N;
parameter COLS=N;
input wire ena;
input wire [$clog2(N):0] x;
input wire [N*N-1:0] cells;
output logic [N-1:0] rows;
output logic [N-1:0] cols;
wire [N-1:0] x_decoded;
decoder_3_to_8 decoder_3_to_8_inst(.ena(ena), .in(x), .out(x_decoded));
initial begin
  if ((N <= 0) || (N > 8)) begin
    $error("N must be within 0 and 8.");
  end
  if (ROWS != COLS) begin
    $error("Non square led arrays are not supported. (%dx%d)", ROWS, COLS);
  end
  if (ROWS < N) begin
    $error("ROWS/COLS must be >= than the size of the Conway Grid.");
  end
end
genvar i;
generate
  for (i = 0; i < N; i = i + 1) begin
    always_comb rows[i] = ~(|(x_decoded[N-1:0] & cells[(i+1)*N-1:i*N]));
  end
endgenerate 
always_comb cols = x_decoded;
endmodule
==> flow_summary.yaml <==
# implementation run metrics
cells_and_area:
  n_clock_buffer: 0
  layout.area.seq_sq_um: 0
  num-fill-cells: 341
  comb_area_sq_um: 584.3
  fin_util_pct: 47.88
  final_layout_size_suffix_gt1_share_pct: 18.63
  synthToLayoutAreaGrowth_pct: 157.3
  flops: 0
drt:
  vias: 896
  drt_iter0_drc: 18
  first_pass_iters: 4
  viasPerCell: 4.329
  antenna_cells: 0
  wl_um: 3245
  post-route-drc-count: 0
  wl_per_cell_um: 15.68
  postRouteAntennaNets: 0
setup_path:
  startpoint_type: "primary input"
  cp.arrival_ps: 1850
  worstPathMaxFanout: 5
  startpoint: "x[1]"
  cp.required_ps: 1920
  crit_path_end_kind: "output port"
  criticalPathCategory: "primary input to output port"
global_routing:
  grt_max_degree: 15
  antenna_found_initial: 0
  grt-ovfl-total: 0
  grt_usage_pct: 9.851
  grt_pass1_vias: 1049
  grt_first_pass_wirelength_um: 5147
power:
  p_per_area_nw_per_um2: 162.0
  intPower_w: 0.0001908
  ir_drop_mv: 0.07320
  pwr-share-comb_pct: 100.0
  clkPwrFrac_pct: 0
  swShare_pct: 27.96
  power.leakage_nw: 0.7030
  p_seq_share_pct: 0
  power.switching_w: 0.00007406
placement:
  io_buffers: 84
  dp_hpwl_um: 2854
  gp_congestion: 0.8083
run:
  warnings: 34
  cap_violations: 0
sta:
  grt_setup_unrepaired: "false"
  holdWs_ps: 1582
  slew-limit-headroom_pct: 86.21
  fmax_mhz: 428.5
  worst_slew_pin_slew_ps: 201.0
  finalSetupViolCount: 0
  timing.final.hold_violations: 0
  finalMaxSlewViolations: 0
  finalCritPeriodShare_pct: 97.25
  fin_crit_ps: 2334
logic_synthesis:
  synth_seq_share_pct: 0
  yosysCellCount: 70
  syn_area_sq_um: 635.6
  yosys_warnings: 5
  yosysChipArea_sq_um: 635.6
  syn_area_per_cell_sq_um: 9.080
  ys_types: 17
  postSynthCellCount: 70
clocking:
  hold_buffers: 0
die:
  row_count: 21
  die-width_um: 80
  core_sq_um: 3416
  fp_util_pct: 18.61
  ios: 85
  dieArea_sq_um: 6400
  fp.dieH_um: 80
min_path:
  holdPathStages: 5
  whs_endpoint: "rows[2]"
  holdCritStartpoint: "x[0]"
  hold_class: "primary input to output port"
status:
  status: "finished clean"
-- metrics by stage --
stage / setup WS, ps / setup TNS, ps / std cells / total power (W) / cell area [sq um]
after global routing: 29.68 / 0 / 207 / 0.0002882 / 1635
after floorplan: 521.1 / 0 / 70 / 0.00009053 / 635.6
after detailed placement: -491.9 / -5186 / 203 / 0.0002536 / 1567
after global placement: -466.0 / -4962 / 203 / 0.0002522 / 1567
after CTS: -147.1 / -571.8 / 204 / 0.0002599 / 1567
final: 66.08 / 0 / 207 / 0.0002649 / 1635
-- worst max-delay path: stages --
cell and delay (ps):
buf_6 80, buf_6 100, mux4_2 500, a2bb2oi_2 150
nand3_1 80, clkdlybuf4s50_1 460
-- power by group through the flow --
stage | Clock (W) | Combinational (W) | Sequential, W
4_1_cts | 0 | 0.000260 | 0
6_report | 0 | 0.000265 | 0
5_1_grt | 0 | 0.000288 | 0
-- cells by family after synthesis --
family	Yosys count	synth area share (%)
buffers and inverters	8	9.841
AND/OR/NAND/NOR	30	22.05
multiplexers	24	57.09
AND-OR/OR-AND	8	11.02
-- final cells by class --
cell class	instances	area share, %
multi-input cells	62	35.73
well taps	46	3.520
repair buffers	99	60.75
-- worst max path at each step --
stage,to,slack (ps),cells after the start
finish,rows[4],70,6
global route,rows[4],30,6
CTS,rows[3],-150,5
-- placed cells by master, fill, tap and decap left out --
cell / netlist / layout
mux4_2: 2 / 8
a2bb2oi_1: 8 / 4
nand2b_1: 2 / 2
nor2b_4: 0 / 1
nor2_1: 4 / 4
nor3_1: 2 / 2
clkdlybuf4s50_1: 0 / 70
buf_12: 1 / 1
and2_2: 0 / 1
a2bb2oi_2: 0 / 4
buf_6: 1 / 4
nor2b_1: 3 / 2
buf_4: 2 / 11
mux2i_1: 16 / 16
nand2_1: 10 / 10
dlygate4sd2_1: 0 / 4
clkdlybuf4s15_1: 0 / 1
nand3_1: 8 / 8
dlymetal6s2s_1: 0 / 8
-- Yosys cell counts --
library cell | n | area [sq um]
nand3_1 | 8 | 40.04
mux4_1 | 6 | 157.7
nor2_1 | 4 | 15.01
and2_1 | 1 | 6.260
mux2i_1 | 16 | 160.2
nor2b_1 | 3 | 18.77
nor3_1 | 2 | 10.01
buf_1 | 1 | 3.750
clkbuf_1 | 2 | 7.510
buf_2 | 1 | 5.000
buf_12 | 1 | 20.02
nand2b_1 | 2 | 12.51
buf_4 | 2 | 15.01
a2bb2oi_1 | 8 | 70.07
nand2_1 | 10 | 37.54
mux4_2 | 2 | 45.04
buf_6 | 1 | 11.26
-- repair_timing --
| action | in CTS | in global routing |
|---|---|---|
| gates resized | 18 | 17 |
| setup endpoints to repair | 16 | 9 |
| pin swaps | 0 | 1 |
| cloned | 0 | 0 |
| setup buffers | 1 | 3 |
-- metal layers --
metal  part of all wire, %  GRT usage (%)  routed length [um]
met1                    50          14.35                1611
met2                    38          13.96                1219
met3                    13          4.205                 414
met4                     0              0                   0
met5                     0              0                   0
No activity file was given, so power comes from the tool's default toggle rates.
