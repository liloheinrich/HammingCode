--- ./run.sh ---
#!/bin/bash
# OpenROAD 26Q1-2900-gdf79404cd8, Yosys 0.63+post, stock flow scripts
make -C /OpenROAD-flow-scripts/flow DESIGN_CONFIG=/design/flow/config.mk WORK_HOME=/design/flow/orfs finish
--- ./config.mk ---
export PLATFORM = sky130hd
export DESIGN_NAME = conway_cell
export DESIGN_NICKNAME = conway_cell
export VERILOG_FILES = /design/flow/design.v
export SDC_FILE = /design/flow/constraint.sdc
export NUM_CORES = 4
export LEC_CHECK = 1
export CORE_AREA = 10 10 70 70
export DIE_AREA = 0 0 80 80
--- ./constraint.sdc ---
current_design conway_cell

set clk_period 5.7
set clk_io_pct 0.2

create_clock -name clk0 -period $clk_period [get_ports {clk}]

set non_clock_inputs [all_inputs -no_clocks]
set_input_delay [expr $clk_period * $clk_io_pct] -clock clk0 $non_clock_inputs
set_output_delay [expr $clk_period * $clk_io_pct] -clock clk0 [all_outputs]
--- ./design.v ---
`timescale 1ns/1ps
`default_nettype none
module adder_1(a, b, c_in, sum, c_out);
input wire a, b, c_in;
output logic sum, c_out;
logic sum0;
logic sum1;
logic carry0;
logic carry1;
always_comb begin
  sum0 = a ^ b;
  sum = sum0 ^ c_in;
  carry0 = a & b;
  carry1 = sum0 & c_in;
  c_out = carry1 | carry0; 
end
endmodule
`timescale 1ns/1ps
`default_nettype none
module adder_n(a, b, c_in, sum, c_out);
parameter N = 2;
input  wire [N-1:0] a, b;
input wire c_in;
output logic [N-1:0] sum;
output wire c_out;
wire [N:0] carries;
assign carries[0] = c_in;
assign c_out = carries[N];
generate
  genvar i;
  for(i = 0; i < N; i++) begin : ripple_carry
    adder_1 ADDER (
      .a(a[i]),
      .b(b[i]),
      .c_in(carries[i]),
      .sum(sum[i]),
      .c_out(carries[i+1])
    );
  end
endgenerate
endmodule
`default_nettype none
`timescale 1ns/1ps
module conway_cell(clk, rst, ena, state_0, state_d, state_q, neighbors);
input wire clk;
input wire rst;
input wire ena;
input wire state_0;
output logic state_d;
output logic state_q;
input wire [7:0] neighbors;
logic [3:0] sum;
eight_input_adder eight_input_adder_inst (.neighbors(neighbors), .sum(sum));
logic three_neighbors;
logic two_neighbors;
logic two_or_three_neighbors;
equality_comparator two_neighbors_comparator (.a(sum), .b(4'b0010), .out(two_neighbors));
equality_comparator three_neighbors_comparator (.a(sum), .b(4'b0011), .out(three_neighbors));
always_comb begin
	two_or_three_neighbors = three_neighbors | two_neighbors;
	state_d = (~ state_q & three_neighbors) | (state_q & two_or_three_neighbors);
end
always_ff @(posedge clk) begin : delay
	state_q <= rst ? state_0 : (ena ? state_d : state_q);
end 
endmodule
`timescale 1ns/1ps
`default_nettype none
module eight_input_adder(neighbors, sum);
input  wire [7:0] neighbors;
output logic [3:0] sum;
logic [3:0] a;
logic [3:0] b; 
logic c_in;
logic [7:0] c_out;
logic [4*8-1:0] intermediate_sum;
logic [3:0] empty;
always_comb begin
  c_in = 0;
  empty = 0000;
  sum = intermediate_sum[31:28];  
end
generate
  adder_n #(.N(4)) ADDER (
    .a(neighbors[0]),
    .b(empty),
    .c_in(c_in),
    .sum(intermediate_sum[3:0]),
    .c_out(c_out[0])
  );
  genvar i;
  for(i = 1; i < 8; i++) begin
    adder_n #(.N(4)) ADDER (
      .a(neighbors[i]),
      .b(intermediate_sum[4*(i)-1:4*(i-1)]),
      .c_in(c_in),
      .sum(intermediate_sum[4*(i+1)-1:4*(i)]),
      .c_out(c_out[i])
    );
  end
endgenerate
endmodule
module equality_comparator(a, b, out);
input wire [3:0] a;
input wire [3:0] b;
output logic out;
logic [3:0] xor_out;
always_comb begin
    xor_out = a ^ b;
    out = ~xor_out[0] & ~xor_out[1] & ~xor_out[2] & ~xor_out[3];
end
endmodule
==> changes_impl.md <==
### Implementation results

- Run status: finished clean
- Clock skew: 0 ns
- Yosys cell count: 29
- MaxCap Viol Count: 0
- Die Y: 80 um
- Netlist cell types: 11
- Warnings, synthesis: 12
- Leak: 0.000295 uW
- Via count: 271
- Die Footprint: 6400 um^2
- # DRC: 0
- Gr ovfl total: 0
- Final Hold Violating Endpoints: 0
- Crit path capture type: output pin
- Cts hold-fix bufs: 0
- Sequential share of the synthesized area: 0.0839
- Critical path required time: 4.56 ns
- Fraction of layout cells with a size suffix above 1: 0.388
- Yosys stat chip area: 358 um^2
- 1st-iter DRT viols: 1
- Port bufs: 13
- Core Density at Floorplan: 0.105
- CP max FO: 2
- Placer Congestion: 0.707
- Core area: 3420 um^2
- Tool Warnings: 32
- Area Overhead vs Synth: 71.0%
- Most common logic cells in the final layout: 13 x ha_1, 9 x clkdlybuf4s50_1, 7 x buf_4
- Hold path depth: 2
- VDD IR-drop max: 0.143 mV
- Final setup viols: 0
- Final Power: 116 uW
- Crit Path Category: input pin to output pin
- Drt first pass iters: 2
- P per Cell Area: 189 nW/um^2
- GRT Overall Usage: 0.0232
- Avg Inst Size Synth: 12.3 um^2
- Post-route ant nets: 0
- Initial antenna violation count: 0
- Ant diodes: 0
- Final wirelength: 700 um
- IO Count: 14
- Top reg by flops: state_q
- CP Launch Type: input pin
- Top cell excl fill/tap: ha_1
- Setup Total Neg Slack: 0 ns
- Flop area: 30.0 um^2
- First-pass GRT wire length: 1260 um
- DR vias/cell: 2.85
- HP Class: flip-flop to flip-flop
- Max reg flops: 1
- Row cnt: 21
- Relative slew slack: 0.833
- RSZ-0062 raised after global routing: false
- Worst Tran Pin Value: 0.249 ns
- Largest net degree at the start of global routing: 4
- Period minus WS final: 5.55 ns
- Post-synthesis cell count: 29
- Post-Syn Area: 358 um^2
- Path depth of the worst reg2reg path: 2
- Fill count: 378
- Clock slew at reported path FFs: 0 ns
- Comb area: 355 um^2
- Wire per inst: 7.37 um
- Final Cycle Share: 0.973
- Worst-Skew Late Latency: 0 ns
- Biggest registers after layout: state_q (1)
- Die width: 80 um
- WP data arrival: 4.41 ns
- Yosys reg bits: 1
- Fmax: 180 MHz
- Vias in the first global route: 312
- Max-slew violations: 0
## power by group
group / switching (uW) / leakage, uW / total [uW] / internal, uW
combinational: 41.6 / 0.000284 / 103 / 61.6
sequential: 1.22 / 0.0000107 / 12.5 / 11.3
clock: 0 / 0 / 0 / 0
## cell type report
cell class | count | area share
flip-flops and latches | 1 | 0.0491
repair buffers | 20 | 0.276
multi-input cells | 28 | 0.581
well taps | 46 | 0.0941
## synth_stat cells
master | n | area [um^2]
or2_2 | 1 | 6.26
nor3_1 | 1 | 5.00
o41ai_2 | 1 | 16.3
fa_1 | 3 | 60.1
xor2_1 | 1 | 8.76
xnor2_1 | 2 | 17.5
nor2_1 | 1 | 3.75
nand2_1 | 1 | 3.75
ha_1 | 16 | 200
edfxtp_1 | 1 | 30.0
nand2b_1 | 1 | 6.26
## critical path, cell delays in order
cell and delay [ns]:
clkdlybuf4s15_2 0.20, fa_1 0.49, ha_2 0.19, fa_1 0.42
ha_2 0.20, fa_1 0.44, ha_1 0.28, ha_1 0.28
ha_2 0.18, xnor2_2 0.14, xnor2_2 0.15, nor3_2 0.19
clkbuf_2 0.11
## kinds of logic (layout without fill, tap and decap cells)
family	count (synthesis)	count (layout)	synth area share
adder cells (fa/ha/maj)	19	19	0.727
AND-OR/OR-AND	1	1	0.0455
flip-flops	1	1	0.0839
XOR/XNOR	3	3	0.0734
AND/OR/NAND/NOR	5	5	0.0699
buffers and inverters	0	20	0
## final timing paths
kind	slack, ns	end	startpoint
max	0.15	state_d	neighbors[1]
min	0.70	state_q	state_q
max reg2reg	4.79	state_q	state_q
min reg2reg	0.70	state_q	state_q
## timing repair
item,4_1_cts,5_1_grt
resized,15,5
setup buffers,0,1
pin swaps,11,6
setup endpoints to repair,1,1
## metrics by stage
stage	instance area [um^2]	hold slack, ns	cells	setup WS (ns)	utilization
floorplan	358	0.620	29	0.487	-
global placement	591	0.689	94	-0.647	0.173
detailed placement	591	0.688	94	-0.640	0.173
CTS	588	0.693	94	0.00258	0.172
global route	612	0.753	95	0.00624	0.179
finish	612	0.695	95	0.151	0.179
## metal layers
metal | GRT usage | up-vias | routed length, um
met1 | 0.0341 | 112 | 378
met2 | 0.0265 | 14 | 181
met4 | 0 | 0 | 0
li1 | - | 145 | -
met5 | 0 | - | 0
met3 | 0.0182 | 0 | 141
Power and IR drop assume default switching activity.
