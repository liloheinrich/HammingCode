<file path="design/flow/config.mk">
export PLATFORM = sky130hd
export DESIGN_NAME = main
export DESIGN_NICKNAME = main
export VERILOG_FILES = /design/flow/design.v
export SDC_FILE = /design/flow/constraint.sdc
export NUM_CORES = 4
export LEC_CHECK = 1
export CORE_AREA = 10 10 70 70
export DIE_AREA = 0 0 80 80
</file>
<file path="design/flow/design.v">
`default_nettype none  
module main(clk, switch_input, switch_error, correct_parity, errored_message, correct_output);
parameter N = 4;  
parameter M = 3;  
input wire clk;
input wire [N-1:0] switch_input; 
input wire [N+M-1:0] switch_error; 
output logic [M-1:0] correct_parity; 
output logic [N+M-1:0] errored_message; 
output logic [N-1:0] correct_output; 
logic [M-1:0] error_indicator; 
always_comb begin
    correct_parity[0] = switch_input[0] ^ switch_input[1] ^ switch_input[3];
    correct_parity[1] = switch_input[0] ^ switch_input[2] ^ switch_input[3];
    correct_parity[2] = switch_input[1] ^ switch_input[2] ^ switch_input[3];
end
always_comb begin
    errored_message = {correct_parity, switch_input} ^ switch_error;
end
always_comb begin
    error_indicator[0] = correct_parity[0] ^ errored_message[0] ^ errored_message[1] ^ errored_message[3];
    error_indicator[1] = correct_parity[1] ^ errored_message[0] ^ errored_message[2] ^ errored_message[3];
    error_indicator[2] = correct_parity[2] ^ errored_message[1] ^ errored_message[2] ^ errored_message[3];
end
always_comb begin
    correct_output[0] = errored_message[0] ^ (error_indicator[0] & error_indicator[1] & ~error_indicator[2]);
    correct_output[1] = errored_message[1] ^ (error_indicator[0] & ~error_indicator[1] & error_indicator[2]);
    correct_output[2] = errored_message[2] ^ (~error_indicator[0] & error_indicator[1] & error_indicator[2]);
    correct_output[3] = errored_message[3] ^ (error_indicator[0] & error_indicator[1] & error_indicator[2]);
end
endmodule
`default_nettype wire  
</file>
<file path="design/flow/run.sh">
#!/bin/bash
# OpenROAD 26Q1-2900-gdf79404cd8, Yosys 0.63+post, stock flow scripts
make -C /OpenROAD-flow-scripts/flow DESIGN_CONFIG=/design/flow/config.mk WORK_HOME=/design/flow/orfs finish
</file>
<file path="design/flow/constraint.sdc">
current_design main

set clk_period 3.2
set clk_io_pct 0.2

create_clock -name clk0 -period $clk_period

set non_clock_inputs [all_inputs -no_clocks]
set_input_delay [expr $clk_period * $clk_io_pct] -clock clk0 $non_clock_inputs
set_output_delay [expr $clk_period * $clk_io_pct] -clock clk0 [all_outputs]
</file>
==> flow_metrics.py <==
# Metrics from the implementation run
metrics = {
    "timing": {
        "post-route-period-util": 0.946,
        "tightest_slew_ps": 269,
        "setup_viol": 0,
        "fin_crit_ps": 3030,
        "rsz0062_at_grt": "false",
        "finalHoldViolations": 0,
        "fmax_mhz": 330,
        "finalMaxSlewViolations": 0,
        "fin_setup_tns_ps": 0,
        "relSlewSlack": 0.820,
    },
    "placement": {
        "placed_cells": 100,
        "hpwl_um": 764,
        "gp_congestion": 0.751,
        "portBuffers": 25,
    },
    "yosys": {
        "ys_seq_frac": 0,
        "synth_cells": 30,
        "ys_cells": 30,
        "synth_cell_types": 8,
        "ys_area_um2": 226,
        "synthesis.area_um2": 226,
        "ys_warn_count": 1,
        "syn_area_per_cell_um2": 7.55,
    },
    "grt": {
        "grt_pass1_wl_mm": 1.21,
        "grt_max_degree": 9,
        "antenna_found_initial": 0,
        "gr-total-overflow": 0,
        "grt_use_total": 0.0224,
        "first_global_vias": 251,
    },
    "worst_setup_path": {
        "cp_data_required_time_ps": 2560,
        "crit_family": "buffers and inverters",
        "cp_slowest_stage_delay_ps": 590,
        "cp_slowest_cell": "clkdlybuf4s50_1",
        "cpMostUsedCell": "xor2_1",
        "crit_buf_inv": 2,
        "cp.depth": 5,
        "crit_fanout": 4,
        "path_class": "primary input to output pin",
        "crit_start": "switch_input[3]",
        "cp-end-kind": "output pin",
        "setup.worst_path.end": "errored_message[6]",
        "path_cells": "clkdlybuf4s50_1 -> xor2_1 -> xor2_1 -> xor2_1 -> clkdlybuf4s50_1",
        "crit_arrival_ps": 2390,
        "cp-start-kind": "primary input",
    },
    "die": {
        "ios": 26,
        "die_x_um": 80,
        "dieArea_um2": 6400,
        "die_h_um": 80,
        "fp_util": 0.0663,
        "core_region_area_um2": 3420,
        "rows": 21,
    },
    "drt": {
        "routed_wl_um": 854,
        "drtIter0Drc": 1,
        "viasPerCell": 2.88,
        "routedWlPerCell_um": 8.54,
        "drc_errors": 0,
        "drt-pass1-iter-count": 2,
        "diodes": 0,
        "num_vias": 288,
        "drtAntennaViolNets": 0,
    },
    "cells_and_area": {
        "seq_cell_count": 0,
        "seqCellArea_um2": 0,
        "final_layout_size_suffix_gt1_frac": 0.0185,
        "fin_cells": 100,
        "fin_util": 0.156,
        "clock_buffers": 0,
        "fillCellCount": 388,
        "area_delta_synth_final_pct": 136,
    },
    "power_and_ir_drop": {
        "p_leak_nw": 0.176,
        "peakVddDrop_uv": 18.9,
        "powerDensity_nw_per_um2": 185,
    },
    "clocking": {
        "postCtsSetupRepairBufs": 0,
        "ctsHoldBuffers": 0,
        "cts_resized": 0,
    },
    "min_path": {
        "hold_class": "primary input to output pin",
    },
    "flow_run": {
        "maxCapViolations": 0,
        "warnings": 33,
    },
    "status": {
        "status": "finished, final reports clean",
    },
}
layout make-up:
type / instances / area (µm²) / share of cell area
multi-input cells: 28 / 219 / 0.410
well taps: 46 / 57.6 / 0.108
repair buffers: 26 / 258 / 0.482
logic make-up after synthesis:
logic type,synth area share
buffers and inverters,0.0332
AND-OR/OR-AND,0.182
XOR/XNOR,0.657
AND/OR/NAND/NOR,0.127
cells in the mapped netlist (all sizes together):
library cell	number	area, µm²
nor2b	2	12.5
o22ai	3	18.8
nand3	2	10.0
xor2	8	70.1
xnor2	9	78.8
clkbuf	2	7.51
o21a	3	22.5
or3	1	6.26
worst min path at each step:
stage | cells after the start | startpoint | slack [ps] | end
final | 3 | switch_error[4] | 2220 | errored_message[4]
after global routing | 3 | switch_error[4] | 2260 | errored_message[4]
after CTS | 3 | switch_error[4] | 2230 | errored_message[4]
report_power, final:
part / switching, mW / total [mW] / internal (mW)
sequential: 0 / 0 / 0
clock: 0 / 0 / 0
combinational: 0.0274 / 0.0986 / 0.0712
total: 0.0274 / 0.0986 / 0.0712
metal layers:
metal / part of all wire / vias up / track usage
li1: - / 153 / -
met3: 0.16 / 0 / 0.00568
met1: 0.48 / 114 / 0.0323
met5: 0 / - / 0
met2: 0.36 / 21 / 0.0345
met4: 0 / 0 / 0
per-stage QoR:
| stage | power [mW] | instance area, µm² | hold WS (ps) | setup WS, ps |
|---|---|---|---|---|
| 6_report | 0.0986 | 534 | 2220 | 173 |
| 5_1_grt | 0.108 | 534 | 2260 | 65.2 |
| 4_1_cts | 0.101 | 534 | 2230 | 141 |
| 3_5_place_dp | 0.101 | 534 | 2220 | 150 |
| 3_3_place_gp | 0.101 | 534 | 2220 | 187 |
| 2_1_floorplan | 0.0280 | 226 | 1310 | 1220 |
cell usage in the layout, fill, tap and decap left out:
cell type	synthesis	layout
or3_1	1	1
nand3_1	2	2
buf_4	0	1
xnor2_1	9	9
o22ai_1	3	3
o21a_1	3	3
clkdlybuf4s50_1	0	25
xor2_1	8	8
nor2b_1	2	2
Power and IR drop assume default switching activity.
